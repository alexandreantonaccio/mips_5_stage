`flow/constraint.sdc`:
```
current_design adder

set clk_period 18.1
set clk_io_pct 0.2

create_clock -name clk0 -period $clk_period

set non_clock_inputs [all_inputs -no_clocks]
set_input_delay [expr $clk_period * $clk_io_pct] -clock clk0 $non_clock_inputs
set_output_delay [expr $clk_period * $clk_io_pct] -clock clk0 [all_outputs]
```
`flow/design.v`:
```
module adder(input  logic [31:0] a, b,
             output logic [31:0] y);
  assign y = a + b;
endmodule
```
`flow/config.mk`:
```
export PLATFORM = sky130hd
export DESIGN_NAME = adder
export DESIGN_NICKNAME = adder
export VERILOG_FILES = /design/flow/design.v
export SDC_FILE = /design/flow/constraint.sdc
export NUM_CORES = 4
export LEC_CHECK = 1
export CORE_AREA = 10 10 85 85
export DIE_AREA = 0 0 95 95
```
`flow/run.sh`:
```
#!/bin/bash
# OpenROAD 26Q1-2900-gdf79404cd8, Yosys 0.63+post, stock flow scripts
make -C /OpenROAD-flow-scripts/flow DESIGN_CONFIG=/design/flow/config.mk WORK_HOME=/design/flow/orfs finish
```
==> reports/metrics.yaml <==
place.gp.congestion: 0.924
crit_fanout: 4
crit_required_ns: 14.48
grt_pass1_vias: 1992
most_common_cell: "ha_1"
clockBufferCount: 0
drc: 0
finalSetupViolations: 0
drv_slew: 0
io-pin-count: 96
cts_resized: 0
ys_area_sq_um: 1740
yosysUniqueCellTypes: 50
p_sw_share_pct: 39.5
drive_gt1_share_pct: 3.07
period_used_pct: 56.1
worstMarginPinSlew_ns: 0.560
cp-end-kind: "output pin"
top_cells_by_count: "ha_1 (31), a21oi_1 (29), a21o_1 (19), nand2_1 (18), xor2_1 (15)"
p_per_area_nw_per_um2: 38.6
met2RoutedLength_microns: 2530
synth_cells: 241
area_leaders: "ha_1 (22%), a21oi_1 (8.3%), a21o_1 (8.2%), xor2_1 (7.5%), xnor2_1 (6.5%)"
fillerInstances: 564
cts_hold_buf: 0
vias: 2058
drt_iter0_markers: 42
area_growth_pct: 57.7
ys_cells: 241
worstHoldPathCells: 3
grt_pass1_wl_microns: 9450
fin_setup_tns_ns: 0
yosysTopAreaCellShare_pct: 22.2
syn_area_sq_um: 1740
die_h_microns: 95
wl_met1_microns: 2710
combPwrFrac_pct: 100.0
hold_viol_final: 0
grt_max_degree: 11
seq_area_sq_um: 0
die-area_sq_um: 9030
path_class: "primary input to output pin"
crit_start: "a[0]"
start_kind: "primary input"
wl_per_cell_microns: 14.5
hp-class: "primary input to output pin"
status: "finished, final reports clean"
dieWidth_microns: 95
fp_util_pct: 31.9
power_frac_seq_pct: 0
min_to: "y[0]"
wl_microns: 5760
worst_ir_drop_vdd_uv: 16.1
fmax_mhz: 98.4
timing.final.crit_period_ns: 10.16
max_cap_violations: 0
power.switching_mw: 0.0419
diodes: 0
dr_wl_met3_microns: 528
dpl.hpwl_microns: 5130
overflow: 0
ys_seq_share_pct: 0
coreArea_sq_um: 5470
hp-start: "b[0]"
grt_usage_pct: 12.4
warning_count: 32
logic_area_sq_um: 1680
antenna_found_initial: 0
largest_area_cell: "ha_1"
ant_nets: 0
ys_warn_count: 0
p_clk_share_pct: 0
final_core_util_pct: 50.3
ff_count: 0
highest_layer: "met3"
row_count: 27
synth_area_per_cell_sq_um: 7.24
port_buffers: 96
leakage_nw: 1.18
worstPathArrival_ns: 6.54
relSlewSlack_pct: 61.7
rsz0062_at_grt: "no"
post-cts-setup-buffers: 0
firstDrtPassIters: 4
post_drt_via_cell_ratio: 5.17
p_int_mw: 0.0642
## logic make-up (layout without fill, tap and decap cells)
kind of cell	after synthesis	after routing	share of synthesized area [%]
adder cells (fa/ha/maj)	32	32	23.4
XOR/XNOR	28	28	14.1
multiplexers	2	2	1.15
buffers and inverters	17	102	3.80
AND/OR/NAND/NOR	65	65	18.3
AND-OR/OR-AND	97	97	39.3
## final cells by class
type	instances	area share [%]
Multi-Input combinational cell	224	61.0
Inverter	6	0.819
Timing Repair Buffer	96	34.9
Tap cell	72	3.27
## layout by cell type (no fill, tap or decap), types with 10 or more instances in the layout
cell type,synthesis,final
a21oi_1,29,29
nor2_1,12,12
xnor2_1,13,13
xor2_1,15,15
nand3_1,10,10
nand2_1,18,18
a21o_1,19,19
clkdlybuf4s50_1,0,96
ha_1,31,31
o21ai_0,13,13
## metal layers
metal,GRT usage (%),vias to the layer above
met3,2.72,0
li1,-,1096
met4,0,0
met2,20.9,63
met1,16.8,899
met5,0,-
## worst max-delay path, stage by stage
cell,delay (ns)
clkdlybuf4s50_1,0.40
ha_1,0.24
fa_1,0.40
a21o_1,0.22
a31o_2,0.28
nand3_1,0.09
o221ai_1,0.22
a311oi_1,0.32
o21bai_1,0.10
xor2_1,0.13
clkdlybuf4s50_1,0.50
## worst max path at each step
| stage | cells past startpoint | endpoint | slack, ns |
|---|---|---|---|
| final | 11 | y[26] | 7.94 |
| after global routing | 11 | y[18] | 7.69 |
| after CTS | 11 | y[26] | 7.92 |
## through the flow
stage	total power, mW	std cells	area (sq um)	hold WS [ns]	setup WS, ns
6_report	0.106	398	2750	8.27	7.94
5_1_grt	0.119	398	2750	8.31	7.69
4_1_cts	0.108	398	2750	8.28	7.92
3_5_place_dp	0.107	398	2750	8.29	7.93
3_3_place_gp	0.108	398	2750	8.28	7.95
2_1_floorplan	0.0513	241	1740	7.31	9.03
## power by group through the flow
stage	registers (mW)	clock network [mW]	logic [mW]
finish	0	0	0.106
global route	0	0	0.119
CTS	0	0	0.108
No activity file was given, so power comes from the tool's default toggle rates.
